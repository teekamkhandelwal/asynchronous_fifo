`flow/config.mk`:
```
export PLATFORM = sky130hd
export DESIGN_NAME = async_fifo1
export DESIGN_NICKNAME = async_fifo1
export VERILOG_FILES = /design/flow/design.v
export SDC_FILE = /design/flow/constraint.sdc
export NUM_CORES = 4
export LEC_CHECK = 1
export CORE_UTILIZATION = 40
```
`flow/constraint.sdc`:
```
current_design async_fifo1

set clk_period 3.6
set clk_io_pct 0.2

create_clock -name clk0 -period $clk_period [get_ports {rclk}]
create_clock -name clk1 -period $clk_period [get_ports {wclk}]

set non_clock_inputs [all_inputs -no_clocks]
set_input_delay [expr $clk_period * $clk_io_pct] -clock clk0 $non_clock_inputs
set_output_delay [expr $clk_period * $clk_io_pct] -clock clk0 [all_outputs]
```
`flow/design.v`:
```
module async_fifo1
#(
  parameter DSIZE = 8,
  parameter ASIZE = 4
 )
(
  input   winc, wclk, wrst_n, 
  input   rinc, rclk, rrst_n, 
  input   [DSIZE-1:0] wdata,
  output  [DSIZE-1:0] rdata,
  output  wfull,
  output  rempty
);
  wire [ASIZE-1:0] waddr, raddr;
  wire [ASIZE:0] wptr, rptr, wq2_rptr, rq2_wptr;
  sync_r2w sync_r2w (.*);
  sync_w2r sync_w2r (.*);
  fifomem #(DSIZE, ASIZE) fifomem (.*);
  rptr_empty #(ASIZE) rptr_empty (.*);
  wptr_full #(ASIZE) wptr_full (.*);
endmodule
module fifomem
#(
  parameter DATASIZE = 8,  
  parameter ADDRSIZE = 4   
)
(
  input   winc, wfull, wclk,
  input   [ADDRSIZE-1:0] waddr, raddr,
  input   [DATASIZE-1:0] wdata,
  output  [DATASIZE-1:0] rdata
);
  localparam DEPTH = 1<<ADDRSIZE; 
  logic [DATASIZE-1:0] mem [0:DEPTH-1];
  assign rdata = mem[raddr];
  always_ff @(posedge wclk)
    if (winc && !wfull)
      mem[waddr] <= wdata;
endmodule
module rptr_empty
#(
  parameter ADDRSIZE = 4
)
(
  input   rinc, rclk, rrst_n,
  input   [ADDRSIZE :0] rq2_wptr,
  output reg  rempty,
  output  [ADDRSIZE-1:0] raddr,
  output reg [ADDRSIZE :0] rptr
);
  reg [ADDRSIZE:0] rbin;
  wire [ADDRSIZE:0] rgraynext, rbinnext;
  always_ff @(posedge rclk or negedge rrst_n)
    if (!rrst_n)
      {rbin, rptr} <= '0;
    else
      {rbin, rptr} <= {rbinnext, rgraynext};
  assign raddr = rbin[ADDRSIZE-1:0];
  assign rbinnext = rbin + (rinc & ~rempty);
  assign rgraynext = (rbinnext>>1) ^ rbinnext;
  assign rempty_val = (rgraynext == rq2_wptr);
  always_ff @(posedge rclk or negedge rrst_n)
    if (!rrst_n)
      rempty <= 1'b1;
    else
      rempty <= rempty_val;
endmodule
module sync_r2w
#(
  parameter ADDRSIZE = 4
)
(
  input   wclk, wrst_n,
  input   [ADDRSIZE:0] rptr,
  output reg  [ADDRSIZE:0] wq2_rptr 
);
  reg [ADDRSIZE:0] wq1_rptr;
  always_ff @(posedge wclk or negedge wrst_n)
    if (!wrst_n) {wq2_rptr,wq1_rptr} <= 0;
    else {wq2_rptr,wq1_rptr} <= {wq1_rptr,rptr};
endmodule
module sync_w2r
#(
  parameter ADDRSIZE = 4
)
(
  input   rclk, rrst_n,
  input   [ADDRSIZE:0] wptr,
  output reg [ADDRSIZE:0] rq2_wptr
);
  reg [ADDRSIZE:0] rq1_wptr;
  always_ff @(posedge rclk or negedge rrst_n)
    if (!rrst_n)
      {rq2_wptr,rq1_wptr} <= 0;
    else
      {rq2_wptr,rq1_wptr} <= {rq1_wptr,wptr};
endmodule
module wptr_full
#(
  parameter ADDRSIZE = 4
)
(
  input   winc, wclk, wrst_n,
  input   [ADDRSIZE :0] wq2_rptr,
  output reg  wfull,
  output  [ADDRSIZE-1:0] waddr,
  output reg [ADDRSIZE :0] wptr
);
   reg [ADDRSIZE:0] wbin;
  wire [ADDRSIZE:0] wgraynext, wbinnext;
  always_ff @(posedge wclk or negedge wrst_n)
    if (!wrst_n)
      {wbin, wptr} <= '0;
    else
      {wbin, wptr} <= {wbinnext, wgraynext};
  assign waddr = wbin[ADDRSIZE-1:0];
  assign wbinnext = wbin + (winc & ~wfull);
  assign wgraynext = (wbinnext>>1) ^ wbinnext;
  assign wfull_val = (wgraynext=={~wq2_rptr[ADDRSIZE:ADDRSIZE-1], wq2_rptr[ADDRSIZE-2:0]});
  always_ff @(posedge wclk or negedge wrst_n)
    if (!wrst_n)
      wfull <= 1'b0;
    else
      wfull <= wfull_val;
endmodule
```
`flow/run.sh`:
```
#!/bin/bash
# OpenROAD 26Q1-2900-gdf79404cd8, Yosys 0.63+post, stock flow scripts
make -C /OpenROAD-flow-scripts/flow DESIGN_CONFIG=/design/flow/config.mk WORK_HOME=/design/flow/orfs finish
```
==> impl_metrics.toml <==
# implementation run metrics
[run_status]
result_of_the_run = "complete, no violations"

[synthesis]
synthesis.yosys.warnings = 7
syn_inst = 322
post_synth_most_frequent_cells = "128 x sky130_fd_sc_hd__edfxtp_1, 39 x sky130_fd_sc_hd__dfrtp_1, 32 x sky130_fd_sc_hd__mux4_2"
mappedNetlistArea_um2 = 6360
ys_ff = 168
yosys_most_used_dff = "sky130_fd_sc_hd__edfxtp_1"
netlist.area_leader.share_pct = 60.4
number_of_flops_mapped_to_enable_cells_by_yosys = 128
most_common_cell = "sky130_fd_sc_hd__edfxtp_1"
async_reset_ff_share_pct = 23.8
topCellsByArea = "sky130_fd_sc_hd__edfxtp_1 60%, sky130_fd_sc_hd__dfrtp_1 15%, sky130_fd_sc_hd__mux4_2 11%"
syn_avg_cell_area_um2 = 19.8
synth-cells-yosys = 322
post_synth_num_cell_types = 28
synth_area_leader_cell = "sky130_fd_sc_hd__edfxtp_1"
ys_seq_share_pct = 76.2
ys_area_um2 = 6360

[route]
num_antenna_cells = 0
drtIter0Drc = 171
drt-total-wl_mm = 11.2
wl_per_cell_um = 18.8
first_pass_iters = 4
drc = 0
avgViaCountPerCell = 4.97
postRouteAntennaNets = 0
via_count = 2965

[final_timing]
setup_tns_ns = 0
final.setup_skew_ns = 0.00536
fin_hold_ws_ns = 0.194
final_critical_path_setup_slack_ns = 0.471
final_hold_viol_count = 0
pin_slew_with_the_least_headroom_to_its_limit_ns = 0.826
setup_violations = 0
slew_headroom_pct = 44.8
slew_viol_final = 0
rsz0062_at_grt = "false"

[place]
port_bufs = 22
place.gp.congestion = 0.793
detailed_place_hpwl_mm = 7.19
place_ws_ns = 0.529

[worst_setup_path]
endpoint_kind = "primary output"
crit_arrival_ns = 2.41
worst_ep_required_time_ns = 2.88
worst-path-max-fanout = 14
crit_family = "buffers and inverters"
timing.critical_path.slowest_cell_delay_ns = 0.67
cp_slowest_cell = "sky130_fd_sc_hd__dfrtp_2"
worstPathCellList = "buf_4, mux4_2, a22oi_1, nand2_1, clkdlybuf4s50_1"
crit_type = "reg2out"
worstSetupStartpointType = "flop"
critical_path.n_buffers_inverters = 2

[power]
max-vdd-ir-drop_uv = 640
power_density_nw_per_um2 = 861
power.static_leakage_nw = 2.68

[die]
core-area_um2 = 15400
placement_rows = 45
fp-utilization_pct = 41.4
chipArea_um2 = 16400
chipHeight_um = 128
chipWidth_um = 128
io-pin-count = 24

[grt]
groute.usage.overall_pct = 16.2
grt_overflow = 0
grt_max_degree = 36
grt_pass1_wl_mm = 17.5
first_global_vias = 3214
grt_antenna_before_repair = 0

[clocking]
ctsHoldBuffers = 0
post_cts_resized = 0
tritoncts_num_sinks = 168
tritoncts = "yes"
path_clk_slew_ns = 0.05
number_of_setup_buffers_added_after_cts = 0

[layout]
seq_area_um2 = 4850
combGateArea_um2 = 1430
finalCoreUtilization_pct = 49.7
synthToLayoutAreaGrowth_pct = 20.0
filler_cell_count = 1231
final_layout_size_suffix_gt1_share_pct = 22.3

[run]
maxCapViolations = 0
openroad_warning_count = 26

[worst_hold_path]
class_of_the_tightest_hold_or_removal_check = "reg2reg"
-- path summary, 6_finish.rpt --
kind | startpoint | endpoint | slack [ns] | cells after the start
hold / removal | rptr_empty.rptr[3] | sync_r2w.wq1_rptr[3] | 0.19 | 0
max in group asynchronous | rrst_n | rptr_empty.rempty | 2.51 | 2
min in group clk0 | sync_w2r.rq1_wptr[1] | sync_w2r.rq2_wptr[1] | 0.34 | 0
hold reg to reg | rptr_empty.rptr[3] | sync_r2w.wq1_rptr[3] | 0.19 | 0
setup reg to reg | rptr_empty.rbin[0] | rptr_empty.rempty | 1.26 | 6
max in group clk1 | winc | wptr_full.wfull | 0.94 | 9
min in group asynchronous | wrst_n | sync_r2w.wq2_rptr[0] | 0.64 | 2
setup / recovery | rptr_empty.rbin[0] | rdata[1] | 0.47 | 5
-- state kept, by name (all words and copies together) (netlist names), 4 cells and up --
register	cells
fifomem.mem	128
rptr_empty.rptr	5
sync_r2w.wq1_rptr	5
sync_r2w.wq2_rptr	5
sync_w2r.rq1_wptr	5
sync_w2r.rq2_wptr	5
wptr_full.wptr	5
rptr_empty.rbin	4
wptr_full.wbin	4
-- stage by stage --
stage | total power, mW | area [um^2] | cells
after detailed placement | 4.65 | 6960 | 562
final | 6.58 | 7630 | 597
after floorplan | 3.95 | 6360 | 322
after CTS | 6.66 | 7630 | 597
after global placement | 4.63 | 6960 | 562
after global routing | 6.94 | 7630 | 597
-- worst register-to-register path, cell delays in order (launching register included) --
cell                       delay [ns]
sky130_fd_sc_hd__dfrtp_2         0.67
sky130_fd_sc_hd__ha_1            0.29
sky130_fd_sc_hd__ha_1            0.23
sky130_fd_sc_hd__xor2_1          0.32
sky130_fd_sc_hd__xor2_1          0.13
sky130_fd_sc_hd__or3_1           0.38
sky130_fd_sc_hd__a221oi_2        0.24
-- report_power, final --
group          leakage [nW]  internal, mW  total, mW  switching (mW)
registers              1.63          2.49       2.72           0.227
logic                 0.725         0.980       1.87           0.890
clock network         0.328          1.30       1.99           0.683
total                  2.68          4.77       6.58            1.80
-- cell usage in the layout (no fill, tap or decap), drive strengths merged, types with 2 or more instances in the layout --
cell and instances:
nand3 8, nand2 13, buf 22, nor2b 2, clkinv 5, nor2 15, nand2b 3, a221oi 2
edfxtp 128, ha 4, inv 6, bufinv 4, clkbuf 26, xor2 13, dfrtp 39, nor3 4
mux4 32, or3 5, xnor2 10, clkdlybuf4s50 22, a22oi 16
-- area by class of cell --
cell class,count,share of cell area (%)
clock buffer,26,6.85
clock inverter,9,2.03
inverter,6,0.295
multi-input combinational,133,18.7
sequential,168,63.5
tap,211,3.46
timing repair buffer,44,5.21
-- metal layers --
metal | wire length (um) | vias up | part of all wire (%) | track usage, %
li1 | - | 1358 | - | -
met1 | 4400 | 1496 | 39 | 22.3
met2 | 5540 | 102 | 49 | 24.4
met3 | 1160 | 9 | 10 | 9.82
met4 | 98 | 0 | 0.87 | 1.94
met5 | 0 | - | 0 | 0
-- cells by family after synthesis --
logic type      synth area share, %
xor+xnor                       4.01
flops                          76.2
mux                            11.3
fa+ha+maj                     0.787
buf+inv                        1.42
simple gates                   3.89
compound gates                 2.38
No activity file was given, so power comes from the tool's default toggle rates.
